File: flow/run.sh
#!/bin/bash
# OpenROAD 26Q1-2900-gdf79404cd8, Yosys 0.63+post, stock flow scripts
make -C /OpenROAD-flow-scripts/flow DESIGN_CONFIG=/design/flow/config.mk WORK_HOME=/design/flow/orfs finish
File: flow/config.mk
export PLATFORM = sky130hd
export DESIGN_NAME = pong
export DESIGN_NICKNAME = pong
export VERILOG_FILES = /design/flow/design.v
export SDC_FILE = /design/flow/constraint.sdc
export NUM_CORES = 4
export LEC_CHECK = 1
export CORE_UTILIZATION = 40
File: flow/constraint.sdc
current_design pong

set clk_period 4.8
set clk_io_pct 0.2

create_clock -name clk0 -period $clk_period [get_ports {clk}]

set non_clock_inputs [all_inputs -no_clocks]
set_input_delay [expr $clk_period * $clk_io_pct] -clock clk0 $non_clock_inputs
set_output_delay [expr $clk_period * $clk_io_pct] -clock clk0 [all_outputs]
File: flow/design.v
module background
(
	input               clk,
	input       [10:0]  hcount,
	input       [10:0]  vcount,
	output              pixel_valid
);
reg   left_valid;
reg   right_valid;
reg   top_valid;
reg   bottom_valid;
always @(posedge clk) begin
	if (  hcount <= 11'd30 &&
	      hcount >= (11'd30 - 11'd5) &&
	      vcount >= (11'd60 - 11'd5) &&
	      vcount <= (11'd420 + 11'd5)
	   )
		left_valid <= 1'b1;
	else
		left_valid <= 1'b0;
end
always @(posedge clk) begin
	if (  hcount >= 11'd610 &&
	      hcount <= (11'd610 + 11'd5) &&
	      vcount >= (11'd60 - 11'd5) &&
	      vcount <= (11'd420 + 11'd5)
	   )
		right_valid <= 1'b1;
	else
		right_valid <= 1'b0;
end
always @(posedge clk) begin
	if (  vcount <= 11'd60 &&
	      vcount >= (11'd60 - 11'd5) &&
	      hcount >= (11'd30 - 11'd5) &&
	      hcount <= (11'd610 + 11'd5)
	   )
		top_valid <= 1'b1;
	else
		top_valid <= 1'b0;
end
always @(posedge clk) begin
	if (  vcount >= 11'd420 &&
	      vcount <= (11'd420 + 11'd5) &&
	      hcount >= (11'd30 - 11'd5) &&
	      hcount <= (11'd610 + 11'd5)
	   )
		bottom_valid <= 1'b1;
	else
		bottom_valid <= 1'b0;
end
assign pixel_valid = left_valid | right_valid | top_valid | bottom_valid;
endmodule
module ball
(
	input               clk,
	input       [10:0]  hcount,
	input       [10:0]  vcount,
	input       [3:0]   speed,
	input               vblank,
	input               change_dir,
	output reg          ball_h_dir,
	output reg  [10:0]  ball_h_init,
	output reg  [10:0]  ball_v_init,
	output reg          pixel_valid
);
reg    [4:0]   ball_speed;
reg            ball_v_dir;
initial begin
	ball_h_init = 10'd310;
	ball_v_init = 10'd230;
	ball_h_dir = 1'b0;
	ball_v_dir = 1'b0;
end
always @(posedge clk) begin
	ball_speed <= speed;
	if (hcount >= ball_h_init && hcount <= (ball_h_init + 11'd4) &&
	    vcount >= ball_v_init && vcount <= (ball_v_init + 11'd4))
		pixel_valid <= 1'b1;
	else
		pixel_valid <= 1'b0;
end
always @(posedge vblank) begin
	if (change_dir == 1'b1) begin
		if (ball_h_dir == 1'b1)
			ball_h_dir <= 1'b0;
		else
			ball_h_dir <= 1'b1;
	end else begin
		if (ball_h_dir == 1'b0) begin
			if ((ball_h_init + 11'd4 + ball_speed) >= 11'd610)
				ball_h_dir <= 1'b1;
			else
				ball_h_init <= ball_h_init + ball_speed;
		end else begin
			if (ball_h_init < (11'd30 + ball_speed))
				ball_h_dir <= 1'b0;
			else
				ball_h_init <= ball_h_init - ball_speed;
		end
		if (ball_v_dir == 1'b0) begin
			if ((ball_v_init + 11'd4 + ball_speed) >= 11'd420)
				ball_v_dir <= 1'b1;
			else
				ball_v_init <= ball_v_init + ball_speed;
		end else begin
			if (ball_v_init < (11'd60 + ball_speed))
				ball_v_dir <= 1'b0;
			else
				ball_v_init <= ball_v_init - ball_speed;
		end
	end
end
endmodule
module colldetect
(
	input               clk,
	input       [10:0]  left_paddle_pos,
	input       [10:0]  right_paddle_pos,
	input               ball_dir,
	input       [10:0]  ball_h,
	input       [10:0]  ball_v,
	input        [3:0]  ball_speed,
	output reg   [6:0]  seg,
	output reg   [3:0]  an,
	output reg          coll_paddle,
	output reg          coll_wall
);
initial coll_wall = 1'b0;
reg  [15:0]  counter;
reg          update_lcd;
reg  [3:0]   digit;
reg  [3:0]   player1_0;
reg  [3:0]   player1_1;
reg  [3:0]   player2_0;
reg  [3:0]   player2_1;
reg  [1:0]   cnt;
initial begin
	cnt = 2'b00;
	counter = 16'd0;
	update_lcd = 1'b0;
	update_lcd = 1'b0;
	player1_0 = 4'd0;
	player1_1 = 4'd0;
	player2_0 = 4'd0;
	player2_1 = 4'd0;
end
always @(posedge clk) begin
	if (ball_dir == 1'b1) begin
		if ((ball_h - ball_speed) <= 11'd30)
			coll_wall <= 1'b1;
		else begin
			coll_wall <= 1'b0;
			if ((ball_h - ball_speed) <= ((11'd30 + 11'd10) + 11'd5) &&
			    !(ball_v > (left_paddle_pos + 11'd20) ||
			     (ball_v + 11'd4) < left_paddle_pos))
				coll_paddle <= 1'b1;
			else
				coll_paddle <= 1'b0;
		end
	end else begin
		if ((ball_h + 11'd4 + ball_speed) >= 11'd610)
			coll_wall <= 1'b1;
		else begin
			coll_wall <= 1'b0;
			if ((ball_h + 11'd4 + ball_speed) >= (11'd610 - 11'd10 - 11'd5) &&
			    !(ball_v > (right_paddle_pos + 11'd20) ||
			     (ball_v + 11'd4) < right_paddle_pos))
				coll_paddle <= 1'b1;
			else
				coll_paddle <= 1'b0;
		end
	end
	counter <= counter + 16'd1;
	if (counter == 16'd50000) begin
		counter <= 16'd0;
		update_lcd <= 1'b1;
	end else
		update_lcd <= 1'b0;
end
always @(posedge update_lcd) begin
	case (cnt)
		2'b00:    digit <= player1_0;
		2'b01:    digit <= player2_1;
		2'b10:    digit <= player2_0;
		default:  digit <= player1_1;
	endcase
	case (digit)
		4'd0:    seg <= 7'b1000000;
		4'd1:    seg <= 7'b1111001;
		4'd2:    seg <= 7'b0100100;
		4'd3:    seg <= 7'b0110000;
		4'd4:    seg <= 7'b0011001;
		4'd5:    seg <= 7'b0010010;
		4'd6:    seg <= 7'b0000010;
		4'd7:    seg <= 7'b1111000;
		4'd8:    seg <= 7'b0000000;
		4'd9:    seg <= 7'b0010000;
		default: seg <= 7'b0001110;
	endcase
	case (cnt)
		2'b00:   an <= 4'b0111;
		2'b01:   an <= 4'b1011;
		2'b10:   an <= 4'b1101;
		default: an <= 4'b1110;
	endcase
	cnt <= cnt + 2'd1;
end
always @(posedge coll_wall) begin
	if (ball_dir == 1'b1) begin
		if (player1_0 == 4'd9) begin
			if (player1_1 == 4'd9)
				player1_1 <= 4'd0;
			else
				player1_1 <= player1_1 + 4'd1;
			player1_0 <= 4'd0;
		end else
			player1_0 <= player1_0 + 4'd1;
	end else begin
		if (player2_0 == 4'd9) begin
			if (player2_1 == 4'd9)
				player2_1 <= 4'd0;
			else
				player2_1 <= player2_1 + 4'd1;
			player2_0 <= 4'd0;
		end else
			player2_0 <= player2_0 + 4'd1;
	end
end
endmodule
module paddle
(
	input               clk,
	input       [10:0]  hcount,
	input       [10:0]  vcount,
	input       [10:0]  hpos,
	input               up,
	input               down,
	input               vblank,
	output reg  [10:0]  paddle_v_pos,
	output reg          pixel_valid
);
initial begin
	paddle_v_pos = 11'd230;  
end
always @(posedge clk) begin
	if
	(
	      vcount >= paddle_v_pos &&
	      vcount <= (paddle_v_pos + 11'd20) &&
	      hcount >= hpos &&
	      hcount <= (hpos + 11'd5)
	)
		pixel_valid <= 1'b1;
	else
		pixel_valid <= 1'b0;
end
always @(posedge vblank) begin
	if
	(
	     up == 1'b1 &&
	     paddle_v_pos >= (11'd60 + 11'd5 + 4'd5)
	)
		paddle_v_pos <= paddle_v_pos - 4'd5;
	if
	(
	     down == 1'b1 &&
	     (paddle_v_pos + 11'd20) <= (11'd420 - 11'd5 - 4'd5)
	)
		paddle_v_pos <= paddle_v_pos + 4'd5;
end
endmodule
module pong
(
	input             clk,
	input      [3:0]  sw,
	input      [3:0]  btn,
	output     [2:0]  led,
	output            hs,
	output            vs,
	output     [7:0]  rgb,
	output     [6:0]  seg,
	output     [3:0]  an
);
wire   [10:0]  hcount;
wire   [10:0]  vcount;
reg            clk_2;
reg            color;
wire           vblank;
reg            blank;
wire           coll_paddle;
wire           coll_wall;
wire           ball_dir;
wire   [10:0]  ball_h;
wire   [10:0]  ball_v;
wire           ball_valid;
wire           bg_valid;
wire   [10:0]  left_paddle_pos;
wire   [10:0]  right_paddle_pos;
wire           left_paddle_valid;
wire           right_paddle_valid;
assign led[0] = coll_paddle;
assign rgb[0] = color;
assign rgb[1] = color;
assign rgb[2] = color;
assign rgb[3] = color;
assign rgb[4] = color;
assign rgb[5] = color;
assign rgb[6] = color;
assign rgb[7] = color;
always @(posedge clk) begin
	clk_2 <= ~clk_2;
end
vga_controller vga0
(
	.rst         ( 1'b0    ),
	.pixel_clk   ( clk_2   ),
	.hcount      ( hcount  ),
	.vcount      ( vcount  ),
	.hs          ( hs      ),
	.vs          ( vs      ),
	.vblank      ( vblank  )
);
ball ball0
(
	.clk          ( clk               ),
	.hcount       ( hcount            ),
	.vcount       ( vcount            ),
	.speed        ( sw                ),
	.vblank       ( blank             ),
	.change_dir   ( coll_paddle       ),
	.ball_h_dir   ( ball_dir          ),
	.ball_h_init  ( ball_h            ),
	.ball_v_init  ( ball_v            ),
	.pixel_valid  ( ball_valid        )
);
background background0
(
	.clk          ( clk              ),
	.hcount       ( hcount           ),
	.vcount       ( vcount           ),
	.pixel_valid  ( bg_valid         )
);
paddle left_paddle
(
	.clk           ( clk                     ),
	.hcount        ( hcount                  ),
	.vcount        ( vcount                  ),
	.hpos          ( (11'd30 + 11'd10)            ),
	.up            ( btn[1]                  ),
	.down          ( btn[0]                  ),
	.vblank        ( blank                   ),
	.paddle_v_pos  ( left_paddle_pos         ),
	.pixel_valid   ( left_paddle_valid       )
);
paddle right_paddle
(
	.clk           ( clk                     ),
	.hcount        ( hcount                  ),
	.vcount        ( vcount                  ),
	.hpos          ( (11'd610 - 11'd10 - 11'd5)           ),
	.up            ( btn[3]                  ),
	.down          ( btn[2]                  ),
	.vblank        ( blank                   ),
	.paddle_v_pos  ( right_paddle_pos        ),
	.pixel_valid   ( right_paddle_valid      )
);
colldetect colldetect0
(
	.clk               ( clk                     ),
	.left_paddle_pos   ( left_paddle_pos         ),
	.right_paddle_pos  ( right_paddle_pos        ),
	.ball_dir          ( ball_dir                ),
	.ball_h            ( ball_h                  ),
	.ball_v            ( ball_v                  ),
	.ball_speed        ( sw                      ),
	.seg               ( seg                     ),
	.an                ( an                      ),
	.coll_paddle       ( coll_paddle             ),
	.coll_wall         ( led[1]                  )
);
always @(posedge clk_2) begin
	blank <= vblank;
	if (
	      ball_valid == 1'b1 ||
	      bg_valid == 1'b1 ||
	      left_paddle_valid == 1'b1 ||
	      right_paddle_valid == 1'b1
	   )
	begin
		color = 1'b1;
	end else begin
		color = 1'b0;
	end
end
endmodule
module vga_controller
(
	input                rst,
	input                pixel_clk,
	output       [10:0]  hcount,
	output       [10:0]  vcount,
	output reg           hs,
	output reg           vs,
	output reg           vblank
);
reg   [10:0] hcounter;
reg   [10:0] vcounter;
reg          video_enable;
reg          blanking;
assign hcount = hcounter;
assign vcount = vcounter;
always @(posedge pixel_clk) begin
	vblank <= blanking;
end
always @(posedge pixel_clk) begin
	if (rst == 1'b1)
		hcounter <= 11'b0;
	else if (hcounter == 11'd800)
		hcounter <= 11'b0;
	else
		hcounter <= hcounter + 1;
end
always @(posedge pixel_clk) begin
	if (rst == 1'b1)
		vcounter <= 11'b0;
	else if (hcounter == 11'd800) begin
		if (vcounter == 11'd525)
			vcounter <= 11'b0;
		else
			vcounter <= vcounter + 1;
	end
end
always @(posedge pixel_clk) begin
	if (hcounter >= 11'd648 && hcounter < 11'd744)
		hs <= 1'b0;
	else
		hs <= ~1'b0;
end
always @(posedge pixel_clk) begin
	if (vcounter >= 11'd482 && vcounter < 11'd484)
		vs <= 1'b0;
	else
		vs <= ~1'b0;
end
always @(hcounter or vcounter) begin
	if (hcounter < 11'd640 && vcounter < 11'd480)
		video_enable = 1'b1;
	else
		video_enable = 1'b0;
	if (vcounter >= 11'd480)
		blanking = 1'b1;
	else
		blanking = 1'b0;
end
endmodule
==> metrics.cfg <==
[floorplan]
fp-row-count=63
fp_util_pct=40.96
fp.dieH_um=176.9
core_area_um2=29870
io_pins=33
die_w_um=176.9
die_area_um2=31300

[grt]
grtUsageTotal_pct=19.27
grt_busiest_layer=met2
grt_max_degree=47
gr-total-overflow=0
grt_use_met1_pct=28.72
antenna_found_initial=0
grt_pass1_vias=9179
grt_pass1_wl_mm=46.97
use_met3_pct=1.686
grtUsageMet2_pct=32.01

[critical_path]
cp-start-kind=input pin
rr_startpoint=colldetect0.counter[11]
cp_slowest_stage_delay_ps=600
cp_data_arrival_time_ps=3700
cp_max_fo=4
cp_common_cell=o21ai_0
end_kind=register
critical_path_class=input pin to register
worstPathCellList=clkdlybuf4s50_1, inv_1, ha_1, nor2b_1, o211ai_1, a221oi_1, mux2_2, and4b_2, nor3_1, o21ai_0, o21ai_0
rr_worst_depth=4
slowest_stage=clkdlybuf4s50_1
reg2reg_to=colldetect0.counter[8]
cp.required_ps=4930
r2r_slack_ps=2630

[placement]
dp_hpwl_mm=22.13
gp_congestion=0.9057
pre_cts_slack_ps=897.6
dpl_cell_area_um2=12910
io_buffers=31
placedCellCount=1753

[synthesis]
ys_cells=1356
ys_ff=137
yosys_area_um2=12240
synth_cells=1356
synthesis.area_um2=12240
edf_count=73
yosys.cell_types.count=79
async_flop_share_pct=0
syn_area_per_cell_um2=9.024
ys_seq_share_pct=28.38
ys.warnings.count=7
synth-main-ff-cell=edfxtp_1

[power_and_ir_drop]
p_clk_share_pct=49.6
powerDensity_nw_per_um2=57.41
vdd_drop_max_v=0.0001323
intPower_mw=0.5728
seq_power_share_pct=36.3
p_leak_nw=5.564
p_total_mw=0.7509
combPwrFrac_pct=14.1
p_sw_mw=0.1781
switching_share_pct=23.72

[clock_network]
cts-buffers-inserted=5
clkLatencyLatePin_ps=280
htree_levels=2
cts_tree=built
clockBufferDepth=2
ctsResizeCount=0
clockRootBuffer=clkbuf_16
clk_pin_slew_ps=50
ctsHoldBuffers=0
cts_setup_buffers=0

[hold_path]
hold_depth=2
hold_start=colldetect0.counter[15]
holdPathEnd=colldetect0.counter[15]
hp-class=register to register

[routing]
drt_pre_antenna_iters=5
wl_mm=28.11
antenna_cells=0
ant_nets=0
vias=9583
drt-wirelength-per-cell_um=15.96
drc=0
vias_per_cell=5.442
dr.first_iter.drc_count=453

[run]
max-cap-violations=0
log.warning_count=60

[final_timing]
untimed_endpoints=206
unclocked_regs=106
fin_hold_ws_ps=489.4
tightest_slew_ps=876.3
setup_violations=0
max_freq_mhz=279.7
relSlewSlack_pct=40.07
finalHoldViolCount=0
rsz0062_at_grt=false
drv_slew=0
fin_skew_ps=7.926
setup_slack_ps=1225
layout_min_cycle_time_ps=3575
fin_tns_setup_ps=0
min_period_over_period_pct=74.48

[finish]
fin_util_pct=43.79
drive_above_1_share_pct=2.991
area_growth_pct=6.902
fillers=2849
fin_area_um2=13080
layout_top_cells=222 x ha_1, 113 x inv_1, 113 x nor2_1, 91 x nand2_1, 83 x a21oi_1
lay_top_count=ha_1
layoutNonFillerInstCount=1761

[outcome]
status=completed

[state kept, by name, summed over array words and instances, names as in the netlist, 4 cells and up]
name / flops
ball0.ball_h_init: 11
ball0.ball_speed: 4
ball0.ball_v_init: 11
colldetect0.an: 4
colldetect0.counter: 16
colldetect0.digit: 4
colldetect0.player1_0: 4
colldetect0.player1_1: 4
colldetect0.player2_0: 4
colldetect0.player2_1: 4
colldetect0.seg: 7
left_paddle.paddle_v_pos: 11
right_paddle.paddle_v_pos: 11
vga0.hcounter: 11
vga0.vcounter: 11
[power groups by stage]
stage	clock [mW]	combinational, mW	sequential [mW]
after CTS	0.383	0.106	0.273
after global routing	0.393	0.123	0.273
final	0.372	0.106	0.273
[logic make-up (layout without fill, tap and decap cells)]
kind of cell / after synthesis / in the layout / share of synthesized area, %
buf+inv: 146 / 161 / 4.990
flops: 137 / 137 / 28.38
compound gates: 301 / 301 / 15.98
simple gates: 412 / 412 / 17.13
other cells: 1 / 1 / 0.03065
mux: 16 / 16 / 1.329
xor+xnor: 113 / 113 / 8.149
fa+ha+maj: 230 / 230 / 24.01
[final cells by class]
type / count / area, um^2 / share of cell area (%)
clock inverter: 2 / 35.03 / 0.2678
inverter: 117 / 439.2 / 3.357
tap: 390 / 488.0 / 3.730
timing repair buffer: 36 / 347.8 / 2.659
multi-input combinational: 1073 / 8159 / 62.37
clock buffer: 6 / 138.9 / 1.062
sequential: 137 / 3473 / 26.55
[routing by layer]
metal,vias to the layer above,wire length [um],part of all wire [%]
met5,-,0,0
met4,0,345,1.2
met3,27,829,2.9
met2,153,13200,47
met1,4445,13740,49
li1,4958,-,-
[worst max-delay path: cells and delay by family]
family | cells | cell delay (ps)
buf+inv | 2 | 720
compound gates | 4 | 700
simple gates | 3 | 640
mux | 1 | 380
fa+ha+maj | 1 | 310
[cell usage after synthesis, drive strengths merged (11+ instances only)]
cell       n  area [um^2]
inv      116        435.4
ha       222         2778
nand2b    17        106.4
nor4      23        173.9
o21ai     72        360.3
dfxtp     64         1281
mux2i     14        140.1
o21bai    12        90.09
clkbuf    12        45.04
edfxtp    73         2192
a21oi     83        415.4
a2111oi   11        96.34
buf       17        126.4
nand3     38        190.2
nor2b     20        125.1
nor2     113        424.2
a211oi    16        120.1
o21a      15        112.6
a21o      21        160.2
xor2      34        297.8
nor3      31        155.2
nand4     25        156.4
xnor2     79        699.4
nand2     91        341.6
[how the worst max path moves through the flow]
stage     startpoint                      end  slack [ps]  cells after the start
6_report       sw[1]  colldetect0.coll_paddle        1230                     11
5_1_grt        sw[1]  colldetect0.coll_paddle         970                     10
4_1_cts        sw[1]  colldetect0.coll_paddle        1200                     11
